## run.sh

```bash
#!/bin/bash
# OpenROAD 26Q1-2900-gdf79404cd8, Yosys 0.63+post, stock flow scripts
make -C /OpenROAD-flow-scripts/flow DESIGN_CONFIG=/design/flow/config.mk WORK_HOME=/design/flow/orfs finish
```

## constraint.sdc

```tcl
current_design i2s_tx

set clk_period 2.8
set clk_io_pct 0.2

create_clock -name clk0 -period $clk_period [get_ports {clk}]

set non_clock_inputs [all_inputs -no_clocks]
set_input_delay [expr $clk_period * $clk_io_pct] -clock clk0 $non_clock_inputs
set_output_delay [expr $clk_period * $clk_io_pct] -clock clk0 [all_outputs]
```

## config.mk

```make
export PLATFORM = sky130hd
export DESIGN_NAME = i2s_tx
export DESIGN_NICKNAME = i2s_tx
export VERILOG_FILES = /design/flow/design.v
export SDC_FILE = /design/flow/constraint.sdc
export NUM_CORES = 4
export LEC_CHECK = 1
export CORE_UTILIZATION = 30
```

## design.v

```verilog
module i2s_tx (
    input  logic        clk,
    input  logic        rst_n,
    input  logic [15:0] left_in,
    input  logic [15:0] right_in,
    output logic        sample_req,
    output logic        bclk,
    output logic        lrclk,
    output logic        data
);
localparam HALF_PERIOD = 16;
logic [3:0] clk_div;
logic [5:0] bit_count;
logic       bclk_int;    
assign bclk_int = (clk_div < HALF_PERIOD / 2);
assign bclk = ~bclk_int;
assign lrclk = bit_count[5];
always @(posedge clk) begin
    if (!rst_n) begin
        clk_div    <= 4'h0;
        bit_count  <= 6'h0;
        sample_req <= 1'b0;
    end else begin
        sample_req <= 1'b0;
        if (clk_div == HALF_PERIOD - 1) begin
            clk_div <= 4'h0;
            if (bit_count == 6'd63) begin
                bit_count  <= 6'h0;
                sample_req <= 1'b1;
            end else begin
                bit_count <= bit_count + 6'h1;
            end
        end else begin
            clk_div <= clk_div + 4'h1;
        end
    end
end
logic [15:0] left_latch;
logic [15:0] right_latch;
always @(posedge clk) begin
    if (!rst_n) begin
        left_latch  <= 16'h0;
        right_latch <= 16'h0;
    end else if (sample_req) begin
        left_latch  <= left_in;
        right_latch <= right_in;
    end
end
logic [15:0] shift_reg;
always @(posedge clk) begin
    if (!rst_n) begin
        shift_reg <= 16'h0;
        data      <= 1'b0;
    end else if (clk_div == HALF_PERIOD - 1) begin
        case (bit_count)
            6'd0: begin
                shift_reg <= {left_latch[14:0], 1'b0};
                data      <= left_latch[15];
            end
            6'd32: begin
                shift_reg <= {right_latch[14:0], 1'b0};
                data      <= right_latch[15];
            end
            6'd1,  6'd2,  6'd3,  6'd4,  6'd5,  6'd6,  6'd7,
            6'd8,  6'd9,  6'd10, 6'd11, 6'd12, 6'd13, 6'd14, 6'd15,
            6'd33, 6'd34, 6'd35, 6'd36, 6'd37, 6'd38, 6'd39,
            6'd40, 6'd41, 6'd42, 6'd43, 6'd44, 6'd45, 6'd46, 6'd47: begin
                data      <= shift_reg[15];
                shift_reg <= {shift_reg[14:0], 1'b0};
            end
            default: data <= 1'b0;
        endcase
    end
end
endmodule
```

==> results.toml <==
# implementation run metrics
[pwr]
p_leak_nw = 1.02
p_per_area_nw_per_um2 = 513
vdd_ir_drop_max_mv = 0.279
total_power_w = 0.00164

[synthesis]
synth_seq_share_pct = 45.8
edf_count = 0
synth_top_flop_cell = "dfxtp_1"
yosys_warnings = 1
yosys-top-cells-area = "dfxtp_1 (46%), mux2i_1 (13%), nor2b_1 (7.8%), a22oi_1 (4.4%), a31oi_1 (3.4%)"
postSynthCellCount = 264
ys_cells = 264
syn_area_per_cell_um2 = 9.76
yosys-stat-area_um2 = 2580
yosysTopAreaCellShare_pct = 45.8
common_cells = "dfxtp_1 (59), mux2i_1 (33), nor2b_1 (32)"
top_cell = "dfxtp_1"
async_flop_share_pct = 0
yosysUniqueCellTypes = 35
yosysTopAreaCell = "dfxtp_1"
synth_area_um2 = 2580
ys.flops = 59

[worst_hold_path]
hold_class = "register to register"
whs_path_depth = 1
min_to = "clk_div[0]$_SDFF_PP0_"
hp-start = "clk_div[0]$_SDFF_PP0_"

[cts]
htreeDepth = 3
max-clock-path-buffers = 2
clock-sinks = 59
hold_buffers = 0
cts_root_buffer = "clkbuf_8"
path_clk_slew_ns = 0.06
cts_made_buffers = 9
post_cts_buffers = 0
clk_latency_ns = 0.33
cts_tree = "yes"
cts-resized-gates = 0

[sta]
setup_viol = 0
hold_viol_final = 0
rsz0062_at_grt = "false"
fmax_mhz = 500
slew_headroom_pct = 42.5
tns_ns = 0
fin_skew_ns = 0.00471
slew_viol_final = 0
worst_slew_pin_slew_ns = 0.855
fin_crit_ns = 2.00
timing.final.crit_share_pct = 71.5

[floorplan]
core_um2 = 8260
fp.dieArea_um2 = 8970
die_w_um = 94.7
rows = 33
initial_utilization_pct = 31.2
io_pins = 38
die_y_um = 94.7

[global_routing]
grt_pass1_wl_um = 8600
grt_pass1_vias = 1811
overflow = 0
antenna_found_initial = 0
grt_usage_pct = 12.5
grt_max_degree = 33

[route]
wl_per_cell_um = 12.7
diodes = 0
drtIter0Drc = 94
vias_per_cell = 4.67
vias = 1897
final_antenna_net_count = 0
drc = 0
first_pass_iters = 4
wl_um = 5150

[outcome]
status = "finished, final reports clean"

[placed_design]
dpl.hpwl_um = 3460
gp_congestion = 0.780
io_buffer_count = 37

[setup_path]
max_stage_delay_ns = 0.66
worstSetupPathType = "register to register"
worstPathMaxFanout = 15
critPathArrivalTime_ns = 2.27
reg2regPathDepth = 6
cp-end-kind = "register"
worst_ep_required_time_ns = 3.07
start_kind = "register"
slowest_stage = "nor4_4"
r2r_start = "bit_count[0]$_SDFFE_PN0N_"
cp_cell_sequence = "inv_1 -> ha_1 -> nand2_1 -> nor4_4 -> a22oi_1 -> a21oi_1"
r2r_end = "shift_reg[1]$_SDFFE_PN0P_"
r2r_slack_ns = 0.80

[job]
warning_count = 28
max_cap_viol_count = 0

[cells_and_area]
syn_to_final_growth_pct = 24.0
drive_gt1_share_pct = 9.30
worst max-delay path: cells and delay by family, from the launching register on:
kind                       cells  cell delay, ns
buffers and inverters          1            0.12
DFF                            1            0.34
and+or+nand+nor                2            0.78
AOI/OAI and AO/OA              2            0.40
adders and majority gates      1            0.30
metal layers:
layer  wire length [um]  track usage, %  vias to the layer above
met5                  0               0                        -
met4                 80            1.77                        0
met3                255            3.27                       10
met2               2270            18.4                       34
met1               2540            19.3                      854
li1                   -               -                      999
logic make-up (layout without fill, tap and decap cells):
kind of cell               after synthesis  in the layout  share of synthesized area [%]
xor gates and xnor gates                 3              3                           1.02
adders and majority gates                5              5                           2.43
DFF                                     59             59                           45.8
buffers and inverters                   23             60                           4.42
and+or+nand+nor                         81             81                           18.4
AOI/OAI and AO/OA                       60             60                           15.1
muxes                                   33             33                           12.8
worst max-delay path by stage:
stage / slack [ns] / startpoint / end / cells past startpoint
CTS: 0.80 / bit_count[0]$_SDFFE_PN0N_ / shift_reg[1]$_SDFFE_PN0P_ / 6
global route: 0.61 / bit_count[0]$_SDFFE_PN0N_ / shift_reg[1]$_SDFFE_PN0P_ / 6
finish: 0.80 / bit_count[0]$_SDFFE_PN0N_ / shift_reg[1]$_SDFFE_PN0P_ / 6
through the flow:
stage	std cells	util, %	setup WS [ns]	hold WS, ns	cell area (um^2)
after detailed placement	391	36.5	0.786	0.454	3020
final	406	38.7	0.798	0.470	3200
after global routing	406	38.7	0.611	0.487	3200
after floorplan	264	-	1.25	0.418	2580
after CTS	406	38.7	0.800	0.470	3200
after global placement	391	36.5	0.807	0.450	3020
cells in the final DEF, fill, tap and decap left out, types with 2 or more instances in the layout:
master           count
o21ai_1             14
buf_4                5
nor2b_1             32
dfxtp_1             58
nor3_2               2
nor4_4               2
mux2i_1             33
clkdlybuf4s50_1     37
and3_1               3
nand2_1             23
nor2_1               4
a21oi_1              4
a31oi_1             14
a22oi_1             15
ha_1                 5
nand3_1              4
o21ai_0              3
nand4_1              2
clkbuf_8             9
a21boi_0             2
xnor2_1              2
inv_1                3
o21a_1               3
and2_1               5
clkinv_2             4
final cells by class:
class                      count  area (um^2)
clock inverter                 6         57.6
multi-input combinational    182         1280
tap                          105          131
clock buffer                   9          124
inverter                       3         11.3
sequential                    59         1180
fill                         826         5060
timing repair buffer          42          408
power by group:
part	leakage, nW	switching, W	total (W)	internal (W)
registers	0.476	0.00000341	0.000846	0.000843
clock network	0.0946	0.000320	0.000719	0.000399
logic	0.445	0.0000213	0.0000756	0.0000543
Power is estimated from default activity; no workload was simulated.
