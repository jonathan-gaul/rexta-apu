===== flow/design.v =====
module voices (
    input  logic        clk,
    input  logic        rst_n,
    input  logic        sample_strobe,
    output logic [15:0] left_out,
    output logic [15:0] right_out
);
logic [15:0] freq        [0:3];
logic [11:0] pulse_width [0:3];
logic [7:0]  wave_ctrl   [0:3];
logic [3:0]  attack      [0:3];
logic [3:0]  decay       [0:3];
logic [3:0]  sustain     [0:3];
logic [3:0]  release_rate[0:3];
genvar r;
generate
    for (r = 0; r < 4; r++) begin : regs
        assign freq[r]         = 16'h0261;
        assign pulse_width[r]  = 12'h800;
        assign wave_ctrl[r]    = 8'b0010_0001;   
        assign attack[r]       = 4'd1;
        assign decay[r]        = 4'd0;
        assign sustain[r]      = 4'd15;
        assign release_rate[r] = 4'd3;
    end
endgenerate
logic [31:0] v_phase_acc  [0:3];
logic [22:0] v_lfsr       [0:3];
logic [2:0]  v_adsr_state [0:3];
logic [7:0]  v_envelope   [0:3];
logic [12:0] v_rate_cnt   [0:3];
logic        v_gate_prev  [0:3];
logic [15:0] v_out        [0:3];
typedef enum logic [2:0] {
    SEQ_IDLE    = 3'd0,
    SEQ_LOAD    = 3'd1,
    SEQ_OSC     = 3'd2,
    SEQ_ADSR    = 3'd3,
    SEQ_MUL     = 3'd4,
    SEQ_SAVE    = 3'd5,
    SEQ_MIX     = 3'd6
} seq_state_t;
seq_state_t seq_state;
logic [1:0]  voice_idx;      
logic        processing;     
logic [31:0] w_phase_acc;
logic [22:0] w_lfsr;
logic [2:0]  w_adsr_state;
logic [7:0]  w_envelope;
logic [12:0] w_rate_cnt;
logic        w_gate_prev;
logic [15:0] w_freq;
logic [11:0] w_pw;
logic [7:0]  w_wc;
logic [3:0]  w_attack;
logic [3:0]  w_decay;
logic [3:0]  w_sustain;
logic [3:0]  w_release;
logic [32:0] acc_sum;
logic        phase_overflow;
assign acc_sum       = {1'b0, w_phase_acc} + {1'b0, {w_freq, 16'h0}};
assign phase_overflow = acc_sum[32];
logic [11:0] wave_saw;
logic [11:0] wave_tri;
logic [11:0] wave_pulse;
logic [11:0] wave_noise;
logic [11:0] wave_sine;
assign wave_saw   = w_phase_acc[31:20];
assign wave_tri   = w_phase_acc[31] ? (12'hFFF - {1'b0, w_phase_acc[30:20]})
                                     : {1'b0, w_phase_acc[30:20]};
assign wave_pulse = (w_phase_acc[31:20] >= w_pw) ? 12'hFFF : 12'h000;
logic [22:0] lfsr_next;
assign lfsr_next = phase_overflow ? {w_lfsr[21:0], w_lfsr[22] ^ w_lfsr[17]}
                                  : w_lfsr;
assign wave_noise = {w_lfsr[20], w_lfsr[18], w_lfsr[14], w_lfsr[11],
                     w_lfsr[9],  w_lfsr[5],  w_lfsr[2],  w_lfsr[0],
                     4'b0000};
logic [1:0]  sine_q;
logic [3:0]  sine_idx;
logic [10:0] sine_lut;
assign sine_q   = w_phase_acc[31:30];
assign sine_idx = w_phase_acc[29:26];
always_comb begin
    case (sine_idx)
        4'd0:  sine_lut = 11'd0;
        4'd1:  sine_lut = 11'd201;
        4'd2:  sine_lut = 11'd399;
        4'd3:  sine_lut = 11'd594;
        4'd4:  sine_lut = 11'd783;
        4'd5:  sine_lut = 11'd965;
        4'd6:  sine_lut = 11'd1137;
        4'd7:  sine_lut = 11'd1299;
        4'd8:  sine_lut = 11'd1447;
        4'd9:  sine_lut = 11'd1582;
        4'd10: sine_lut = 11'd1702;
        4'd11: sine_lut = 11'd1805;
        4'd12: sine_lut = 11'd1891;
        4'd13: sine_lut = 11'd1959;
        4'd14: sine_lut = 11'd2008;
        4'd15: sine_lut = 11'd2037;
        default: sine_lut = 11'd0;
    endcase
end
always_comb begin
    case (sine_q)
        2'd0: wave_sine = 12'd2048 + {1'b0, sine_lut};
        2'd1: wave_sine = 12'd4095 - {1'b0, sine_lut};
        2'd2: wave_sine = 12'd2048 - {1'b0, sine_lut};
        2'd3: wave_sine = 12'd1    + {1'b0, sine_lut};
        default: wave_sine = 12'd2048;
    endcase
end
logic [11:0] waveform_combined;
logic        any_wave;
assign any_wave = w_wc[7] | w_wc[6] | w_wc[5] | w_wc[4] | w_wc[3];
assign waveform_combined = !any_wave          ? 12'h000 :
                           (w_wc[5] ? wave_saw   : 12'hFFF) &
                           (w_wc[4] ? wave_tri   : 12'hFFF) &
                           (w_wc[6] ? wave_pulse : 12'hFFF) &
                           (w_wc[7] ? wave_noise : 12'hFFF) &
                           (w_wc[3] ? wave_sine  : 12'hFFF);
logic [15:0] osc_out;
assign osc_out = {waveform_combined, 4'b0000} - 16'h8000;
localparam ADSR_IDLE    = 3'd0;
localparam ADSR_ATTACK  = 3'd1;
localparam ADSR_DECAY   = 3'd2;
localparam ADSR_SUSTAIN = 3'd3;
localparam ADSR_RELEASE = 3'd4;
logic gate_cur;
logic gate_rise;
logic gate_fall;
assign gate_cur  = w_wc[0];
assign gate_rise = gate_cur & ~w_gate_prev;
assign gate_fall = ~gate_cur & w_gate_prev;
logic [7:0] sustain_level;
assign sustain_level = {w_sustain, w_sustain};
logic [12:0] attack_rate;
logic [12:0] dr_rate;
always_comb begin
    case (w_attack)
        4'd0:  attack_rate = 13'd1;
        4'd1:  attack_rate = 13'd2;
        4'd2:  attack_rate = 13'd3;
        4'd3:  attack_rate = 13'd4;
        4'd4:  attack_rate = 13'd7;
        4'd5:  attack_rate = 13'd10;
        4'd6:  attack_rate = 13'd13;
        4'd7:  attack_rate = 13'd15;
        4'd8:  attack_rate = 13'd19;
        4'd9:  attack_rate = 13'd47;
        4'd10: attack_rate = 13'd94;
        4'd11: attack_rate = 13'd150;
        4'd12: attack_rate = 13'd188;
        4'd13: attack_rate = 13'd562;
        4'd14: attack_rate = 13'd938;
        4'd15: attack_rate = 13'd1500;
        default: attack_rate = 13'd1;
    endcase
end
always_comb begin
    logic [3:0] dr_sel;
    dr_sel = (w_adsr_state == ADSR_DECAY) ? w_decay : w_release;
    case (dr_sel)
        4'd0:  dr_rate = 13'd1;
        4'd1:  dr_rate = 13'd4;
        4'd2:  dr_rate = 13'd9;
        4'd3:  dr_rate = 13'd14;
        4'd4:  dr_rate = 13'd21;
        4'd5:  dr_rate = 13'd32;
        4'd6:  dr_rate = 13'd38;
        4'd7:  dr_rate = 13'd45;
        4'd8:  dr_rate = 13'd56;
        4'd9:  dr_rate = 13'd141;
        4'd10: dr_rate = 13'd281;
        4'd11: dr_rate = 13'd450;
        4'd12: dr_rate = 13'd562;
        4'd13: dr_rate = 13'd1688;
        4'd14: dr_rate = 13'd2812;
        4'd15: dr_rate = 13'd4500;
        default: dr_rate = 13'd1;
    endcase
end
logic [12:0] current_rate;
always_comb begin
    case (w_adsr_state)
        ADSR_ATTACK:  current_rate = attack_rate;
        ADSR_DECAY:   current_rate = dr_rate;
        ADSR_RELEASE: current_rate = dr_rate;
        default:      current_rate = 13'd1;
    endcase
end
logic signed [23:0] mul_result;
assign mul_result = $signed(osc_out) * $signed({1'b0, w_envelope});
integer v;
always @(posedge clk) begin
    if (!rst_n) begin
        seq_state <= SEQ_IDLE;
        voice_idx <= 2'd0;
        left_out  <= 16'h0;
        right_out <= 16'h0;
        for (v = 0; v < 4; v = v + 1) begin
            v_phase_acc [v] <= 32'h0;
            v_lfsr      [v] <= 23'h7FFFFF;
            v_adsr_state[v] <= ADSR_IDLE;
            v_envelope  [v] <= 8'h0;
            v_rate_cnt  [v] <= 13'h0;
            v_gate_prev [v] <= 1'b0;
            v_out       [v] <= 16'h0;
        end
        w_phase_acc  <= 32'h0;
        w_lfsr       <= 23'h7FFFFF;
        w_adsr_state <= ADSR_IDLE;
        w_envelope   <= 8'h0;
        w_rate_cnt   <= 13'h0;
        w_gate_prev  <= 1'b0;
        w_freq       <= 16'h0;
        w_pw         <= 12'h0;
        w_wc         <= 8'h0;
        w_attack     <= 4'h0;
        w_decay      <= 4'h0;
        w_sustain    <= 4'h0;
        w_release    <= 4'h0;
    end else begin
        case (seq_state)
            SEQ_IDLE: begin
                if (sample_strobe) begin
                    voice_idx <= 2'd0;
                    seq_state <= SEQ_LOAD;
                end
            end
            SEQ_LOAD: begin
                w_phase_acc  <= v_phase_acc [voice_idx];
                w_lfsr       <= v_lfsr      [voice_idx];
                w_adsr_state <= v_adsr_state[voice_idx];
                w_envelope   <= v_envelope  [voice_idx];
                w_rate_cnt   <= v_rate_cnt  [voice_idx];
                w_gate_prev  <= v_gate_prev [voice_idx];
                w_freq       <= freq        [voice_idx];
                w_pw         <= pulse_width [voice_idx];
                w_wc         <= wave_ctrl   [voice_idx];
                w_attack     <= attack      [voice_idx];
                w_decay      <= decay       [voice_idx];
                w_sustain    <= sustain     [voice_idx];
                w_release    <= release_rate[voice_idx];
                seq_state    <= SEQ_OSC;
            end
            SEQ_OSC: begin
                if (w_wc[1] && 1'b0) begin   
                    w_phase_acc <= 32'h0;
                end else begin
                    w_phase_acc <= acc_sum[31:0];
                end
                w_lfsr    <= lfsr_next;
                seq_state <= SEQ_ADSR;
            end
            SEQ_ADSR: begin
                if (gate_rise || (w_adsr_state == ADSR_IDLE && gate_cur)) begin
                    w_adsr_state <= ADSR_ATTACK;
                    w_rate_cnt   <= 13'h0;
                end else if (gate_fall) begin
                    w_adsr_state <= ADSR_RELEASE;
                    w_rate_cnt   <= 13'h0;
                end else begin
                    case (w_adsr_state)
                        ADSR_IDLE: begin
                            w_envelope <= 8'h0;
                        end
                        ADSR_ATTACK: begin
                            if (w_envelope == 8'hFF) begin
                                w_adsr_state <= ADSR_DECAY;
                                w_rate_cnt   <= 13'h0;
                            end else if (w_rate_cnt >= current_rate - 1) begin
                                w_rate_cnt <= 13'h0;
                                w_envelope <= w_envelope + 8'h1;
                            end else begin
                                w_rate_cnt <= w_rate_cnt + 13'h1;
                            end
                        end
                        ADSR_DECAY: begin
                            if (w_envelope <= sustain_level) begin
                                w_adsr_state <= ADSR_SUSTAIN;
                            end else if (w_rate_cnt >= current_rate - 1) begin
                                w_rate_cnt <= 13'h0;
                                w_envelope <= w_envelope - 8'h1;
                            end else begin
                                w_rate_cnt <= w_rate_cnt + 13'h1;
                            end
                        end
                        ADSR_SUSTAIN: begin
                            w_envelope <= sustain_level;
                        end
                        ADSR_RELEASE: begin
                            if (w_envelope == 8'h0) begin
                                w_adsr_state <= ADSR_IDLE;
                            end else if (w_rate_cnt >= current_rate - 1) begin
                                w_rate_cnt <= 13'h0;
                                w_envelope <= w_envelope - 8'h1;
                            end else begin
                                w_rate_cnt <= w_rate_cnt + 13'h1;
                            end
                        end
                        default: w_adsr_state <= ADSR_IDLE;
                    endcase
                end
                w_gate_prev <= gate_cur;
                seq_state   <= SEQ_MUL;
            end
            SEQ_MUL: begin
                v_phase_acc [voice_idx] <= w_phase_acc;
                v_lfsr      [voice_idx] <= w_lfsr;
                v_adsr_state[voice_idx] <= w_adsr_state;
                v_envelope  [voice_idx] <= w_envelope;
                v_rate_cnt  [voice_idx] <= w_rate_cnt;
                v_gate_prev [voice_idx] <= w_gate_prev;
                v_out       [voice_idx] <= mul_result[23:8];
                seq_state               <= SEQ_SAVE;
            end
            SEQ_SAVE: begin
                if (voice_idx == 2'd3) begin
                    seq_state <= SEQ_MIX;
                end else begin
                    voice_idx <= voice_idx + 2'd1;
                    seq_state <= SEQ_LOAD;
                end
            end
            SEQ_MIX: begin
                logic signed [17:0] mix;
                mix = $signed({{2{v_out[0][15]}}, v_out[0]}) +
                      $signed({{2{v_out[1][15]}}, v_out[1]}) +
                      $signed({{2{v_out[2][15]}}, v_out[2]}) +
                      $signed({{2{v_out[3][15]}}, v_out[3]});
                left_out  <= mix[17:2];
                right_out <= mix[17:2];
                seq_state <= SEQ_IDLE;
            end
            default: seq_state <= SEQ_IDLE;
        endcase
    end
end
endmodule

===== flow/run.sh =====
#!/bin/bash
# OpenROAD 26Q1-2900-gdf79404cd8, Yosys 0.63+post, stock flow scripts
make -C /OpenROAD-flow-scripts/flow DESIGN_CONFIG=/design/flow/config.mk WORK_HOME=/design/flow/orfs finish

===== flow/config.mk =====
export PLATFORM = sky130hd
export DESIGN_NAME = voices
export DESIGN_NICKNAME = voices
export VERILOG_FILES = /design/flow/design.v
export SDC_FILE = /design/flow/constraint.sdc
export NUM_CORES = 4
export LEC_CHECK = 1
export CORE_UTILIZATION = 40

===== flow/constraint.sdc =====
current_design voices

set clk_period 12.2
set clk_io_pct 0.2

create_clock -name clk0 -period $clk_period [get_ports {clk}]

set non_clock_inputs [all_inputs -no_clocks]
set_input_delay [expr $clk_period * $clk_io_pct] -clock clk0 $non_clock_inputs
set_output_delay [expr $clk_period * $clk_io_pct] -clock clk0 [all_outputs]

==> out/results.tsv <==
stage	metric	value	unit
outcome	outcome	finished, final reports clean	
routing	first-pass detailed-route iteration total	5	
critical_path	cell mode on critical path	ha_1	
power	Tot Pwr	2.45	mW
synthesis	Cell Type Count	84	
synthesis	ys flop type	edfxtp_1	
synthesis	Top cells by area	edfxtp_1 35%, fa_1 12%, dfxtp_1 7.8%, ha_1 5.8%, mux4_2 4.8%	
clock_tree	number of buffers created by CTS	34	
routing	drt first-iter violations	745	
layout	ratio of cells with drive above 1 in the final layout	0.0872	
final_timing	Final Hold Fails	0	
final_timing	Final Max Tran Viols	0	
clock_tree	clk root buf	clkbuf_16	
global_route	GRT overflow	0	
place	DP Cell Count	2290	
clock_tree	post-cts sizing count	0	
routing	diodes inserted	0	
final_timing	final setup TNS	0	ps
critical_path	startpoint types	flop	
clock_tree	Skew-Pair Late Insertion Delay	530	ps
layout	Fill cells	4267	
run	Tool Warnings	25	
global_route	initial antenna violation count	0	
synthesis	post-synth top area cell	edfxtp_1	
routing	average wire per standard cell	18.9	microns
critical_path	crit end category	flop	
global_route	GRT Overall Usage	0.200	
final_timing	final number of setup-violating endpoints	0	
synthesis	mean post-synth cell area	11.0	sq um
power	VDD IR max	0.0853	mV
floorplan	Chip Height	220	microns
global_route	largest net degree at the start of global routing	64	
layout	Final Util	0.447	
floorplan	Core Area	0.0469	sq mm
clock_tree	Post-CTS Setup Inserts	0	
clock_tree	clk sinks	299	
power	Pwr Density	117	mW/mm^2
min_path	Worst Hold Class	reg -> reg	
routing	final antenna-violating net count	0	
routing	WL final	44300	microns
floorplan	die width	220	microns
final_timing	fin crit share	0.488	
final_timing	slew margin rel.	0.467	
synthesis	synthesis area per yosys	0.0191	sq mm
critical_path	kind of critical path	reg -> reg	
synthesis	top cells by count	225 x edfxtp_1, 154 x inv_1, 138 x nor2_1	
synthesis	Post-synth regs	299	
synthesis	top-count cell post-synth	edfxtp_1	
global_route	vias in the first global route	13043	
layout	Finished Layout Cells	2351	
power	leakage	8.62	nW
routing	DR vias	13145	
clock_tree	CTS tree	done	
synthesis	post-synth top area share	0.354	
floorplan	Ports	35	
critical_path	slowest CP cell	fa_1	
synthesis	asr flop ratio synth	0	
critical_path	critical-path cell list	buf_4, ha_1, nand2_1, fa_1, inv_1, ha_1, ha_1, inv_1, fa_1, inv_1, ha_1, fa_1, a21o_1, a21oi_1, o211ai_1, a311oi_1, mux2i_1, nor2_1	
place	GPL Wtd Cong	0.918	
global_route	first-pass GRT wire length	71100	microns
place	Port-buffer cells	34	
place	detailed placer's ending HPWL	28300	microns
floorplan	chip area	0.0486	sq mm
final_timing	RSZ-0062 raised after global routing	false	
synthesis	mapped cell area	0.0191	sq mm
synthesis	ys cells	1738	
synthesis	Yosys warning count	8	
final_timing	minimum clock period	5960	ps
final_timing	Fmax achieved	168	MHz
layout	area delta synth->final	9.77	%
critical_path	Worst EP arrival	6210	ps
final_timing	Worst Max-Slew Pin Slew	799	ps
floorplan	Rows	79	
critical_path	largest fanout on the critical path	63	
routing	residual DRC count	0	
clock_tree	# hold bufs at CTS	0	
synthesis	Post-synth EDFFs	225	
floorplan	starting density of the core	0.407	
clock_tree	clock slew at reported path FFs	60	ps
run	max-cap violations	0	
critical_path	CP peak stage delay	560	ps
synthesis	Mapped Cells	1738	
clock_tree	H-tree levels	2	
synthesis	Seq share, synth	0.432	
routing	via/cell ratio	5.59	
clock_tree	Clock Tree Buf Depth	3	
critical_path	WP data required	12460	ps
final_timing	Clock Skew	30.6	ps
report_power, final:
group	total, mW	switching [mW]	leakage (nW)	internal [mW]
logic	0.322	0.203	5.18	0.119
clock network	0.976	0.415	0.512	0.562
registers	1.15	0.0254	2.93	1.13
kinds of logic after synthesis:
family	synth area share
xor+xnor	0.0138
buf+inv	0.0599
flops	0.432
fa+ha+maj	0.173
compound gates	0.0953
mux	0.0610
simple gates	0.165
through the flow:
stage	instance area, sq um	worst slack [ps]	hold slack [ps]
2_1_floorplan	19100	6950	426
3_3_place_gp	19900	6360	458
3_5_place_dp	19900	6270	470
4_1_cts	20900	6250	483
5_1_grt	20900	5780	505
6_report	20900	6240	480
per-layer routing:
metal  GRT usage  vias to the layer above  share of wire
li1            -                     6157              -
met1       0.298                     6410           0.43
met2       0.289                      523           0.45
met3      0.0862                       53           0.10
met4      0.0320                        2          0.017
met5     0.00505                        -        0.00079
final cells by class:
| class | instances | area [sq um] | share of cell area |
|---|---|---|---|
| well taps | 607 | 759 | 0.0363 |
| flip-flops and latches | 299 | 8240 | 0.393 |
| repair buffers | 68 | 591 | 0.0282 |
| clock buffers | 47 | 931 | 0.0444 |
| multi-input cells | 1161 | 9720 | 0.464 |
| clock inverters | 14 | 121 | 0.00579 |
| inverters | 155 | 582 | 0.0278 |
worst max-delay path, delay by kind of cell, from the launching register on:
family	cells	cell delay (ps)
adders and majority gates	7	2710
AOI/OAI and AO/OA	4	1190
buffers and inverters	4	640
DFF	1	510
muxes	1	410
and+or+nand+nor	2	230
registers in the layout (all words and copies together), names as in the netlist, named ones only:
signal / count
w_gate_prev: 1
w_rate_cnt: 13
v_envelope: 32
v_out: 64
w_phase_acc: 16
w_adsr_state: 3
v_phase_acc: 64
v_adsr_state: 12
attack_rate: 2
right_out: 16
w_sustain: 1
v_rate_cnt: 52
v_gate_prev: 4
w_envelope: 8
voice_idx: 2
seq_state: 7
placed cells by master (no fill, tap or decap), types with 35 or more instances in the layout:
cell	instances
fa_1	110
ha_1	88
nand3_1	54
mux4_2	41
nor2_1	136
inv_1	154
a21oi_1	49
edfxtp_1	225
and3_1	110
o21ai_0	48
nand2_1	108
dfxtp_1	71
and2_1	85
clkbuf_16	35
final timing paths:
path	start	to	slack [ps]	cells after the start
max	w_sustain[2]	v_out[1][14]	6240	18
min	right_out[13]	right_out[13]	480	2
max reg2reg	w_sustain[2]	v_out[1][14]	6240	18
min reg2reg	right_out[13]	right_out[13]	480	2
Power is estimated from default activity; no workload was simulated.
